==> ./design.v <==
module Addrcounter(clock, ResetAddr,IncAddr,Addr0);
input clock;
input ResetAddr;
input IncAddr;
output [19:0] Addr0;
reg [19:0] Addr0;
initial
begin
 Addr0=20'b0;
end
always@(posedge clock)
begin
if(ResetAddr==1'b1)
Addr0 <= 10'b0;
else if (ResetAddr==0 && IncAddr==1)
Addr0 <= Addr0 + 10'b1;
end
endmodule
==> ./constraint.sdc <==
current_design Addrcounter

set clk_period 3.9
set clk_io_pct 0.2

create_clock -name clk0 -period $clk_period [get_ports {clock}]

set non_clock_inputs [all_inputs -no_clocks]
set_input_delay [expr $clk_period * $clk_io_pct] -clock clk0 $non_clock_inputs
set_output_delay [expr $clk_period * $clk_io_pct] -clock clk0 [all_outputs]
==> ./config.mk <==
export PLATFORM = sky130hd
export DESIGN_NAME = Addrcounter
export DESIGN_NICKNAME = Addrcounter
export VERILOG_FILES = /design/flow/design.v
export SDC_FILE = /design/flow/constraint.sdc
export NUM_CORES = 4
export LEC_CHECK = 1
export CORE_AREA = 10 10 95 95
export DIE_AREA = 0 0 105 105
==> ./run.sh <==
#!/bin/bash
# OpenROAD 26Q1-2900-gdf79404cd8, Yosys 0.63+post, stock flow scripts
make -C /OpenROAD-flow-scripts/flow DESIGN_CONFIG=/design/flow/config.mk WORK_HOME=/design/flow/orfs finish
==> run_results.csv <==
group,metric,value,unit
clock_tree,cts_setup_buffers,0,
synthesis,netlist_logic_family_top,"simple AND/OR/NAND/NOR gates",
clock_tree,clk_pin_slew,80,ps
power_and_ir_drop,p_leak,0.428,nW
setup_path,worstSetupPathType,"input port to register",
setup_path,start_kind,"input port",
setup_path,cpLargestDelayFamily,"simple AND/OR/NAND/NOR gates",
clock_tree,cts.htree.levels,1,
placed_design,place.detailed.instances,218,
run,warnings,25,
setup_path,crit_chain,"clkdlybuf4s50_1 -> buf_4 -> nand3b_4 -> or4_1 -> or3_1 -> a21oi_1",
clock_tree,ctsHoldBuffers,0,
status,status,"complete, no violations",
sta,finalMaxSlewViolations,0,
die,core_area,6910,um^2
layout,syn_to_final_growth,41.8,%
synthesis,adder_share,1.38,%
sta,worst_slew_pin_slew,255,ps
layout,fillers,789,
clock_tree,cts_resized,0,
setup_path,cp.required,4090,ps
routing,drt-total-wl,2350,um
setup_path,cp_max_fo,22,
die,die_x,105,um
sta,skew,3.93,ps
sta,hold_viol_final,0,
clock_tree,cts_tree,"built",
routing,via_count,801,
placed_design,preCtsSetupSlack,1070,ps
worst_hold_path,whs_endpoint,"Addr0[19]",
layout,top_register,"Addr0",
setup_path,r2r_cells,5,
synthesis,ys.flops,20,
power_and_ir_drop,power_density,298,nW/um^2
clock_tree,cts-buffers-inserted,3,
grt,antenna_found_initial,0,
die,die_y,105,um
sta,setup_viol,0,
clock_tree,clockBufferDepth,2,
routing,drc,0,
synthesis,ys_cells,104,
routing,first_iter_violations,36,
die,io_pins,23,
clock_tree,clock_latency,260,ps
worst_hold_path,min_from,"Addr0[19]",
synthesis,yosysWarnings,1,
die,fp-row-count,30,
synthesis,ys_types,24,
synthesis,syn_area_per_cell,8.75,um^2
synthesis,seq_area_frac_synth,44.0,%
placed_design,port_buffers,22,
layout,largest_register_ffs,20,
worst_hold_path,hold_class,"register to register",
sta,period_used_share,65.9,%
worst_hold_path,worst_hold_path.num_cells,2,
routing,vias_per_cell,3.61,
clock_tree,clkSinkCount,20,
sta,holdWs,492,ps
layout,final_cells,222,
die,fp_util,13.2,%
grt,grt_use_total,4.11,%
setup_path,max_stage_delay,660,ps
setup_path,critPathCaptureType,"register",
routing,dr.pass1.iters,4,
routing,ant_nets,0,
setup_path,worstPathArrival,2760,ps
synthesis,syn_area,910,um^2
layout,drive_gt1_share,6.35,%
run,maxCapViolCount,0,
grt,grt_max_degree,23,
synthesis,mux_share,2.20,%
synthesis,ys_sh_simple,30.9,%
synthesis,aoi_share,9.90,%
setup_path,path_buffers,2,
setup_path,r2r-end,"Addr0[14]",
routing,routedWlPerCell,10.6,um
routing,antenna_cells,0,
sta,slew_headroom,83.0,%
sta,fin_tns_setup,0,ps
setup_path,worst_path_max_delay_cell,"or4_1",
placed_design,dp_hpwl,1800,um
setup_path,ff2ff_setup_slack,1980,ps
synthesis,syn_inst,104,
grt,grt_pass1_wl,3770,um
clock_tree,root_buffer,"clkbuf_8",
die,die_area,11000,um^2
layout,top_regs,"Addr0 x20",
synthesis,ys_sh_xor,8.67,%
grt,grt_overflow,0,
sta,fmax,389,MHz
sta,fin_ws,1330,ps
grt,grt_pass1_vias,750,
power_and_ir_drop,peakVddDrop,0.141,mV
placed_design,gp_congestion,0.770,
setup_path,r2r_start,"Addr0[0]",
sta,rsz0062_at_grt,"no",
sta,min_period,2570,ps
synthesis,yosys_area,910,um^2
area by class of cell:
cell class | instances | area (um^2) | area share, %
Sequential cell | 20 | 400 | 31.0
Tap cell | 96 | 120 | 9.31
Multi-Input combinational cell | 78 | 483 | 37.4
Timing Repair Buffer | 23 | 228 | 17.7
Clock buffer | 4 | 55.1 | 4.27
Inverter | 1 | 3.75 | 0.291
cell usage after synthesis:
master    count  area share [%]
dfxtp_1      20              44
nor2_1       10             4.1
a21oi_1       9             5.0
o21ai_0       9             5.0
or3_1         9             6.2
nand3_1       8             4.4
nand2_1       5             2.1
xnor2_1       5             4.8
nand4_1       4             2.8
xor2_1        4             3.9
buf_2         3             1.7
nor3_1        3             1.7
and4_1        2             1.9
mux2i_1       2             2.2
or4_1         2             1.7
and3_1        1            0.69
and3b_2       1             1.1
buf_1         1            0.41
clkbuf_1      1            0.41
ha_1          1             1.4
inv_1         1            0.41
nand3b_4      1             2.2
nand4_2       1             1.4
or2b_1        1            0.83
cell usage in the layout, fill, tap and decap left out, types with 2 or more instances in the layout:
cell type	instances
o21ai_0	9
dfxtp_1	20
clkbuf_8	4
nor3_1	3
a21oi_1	9
nand2_1	5
xor2_1	4
and4_1	2
or4_1	2
clkdlybuf4s50_1	22
nor2_1	10
or3_1	9
nand4_1	4
nand3_1	8
mux2i_1	2
xnor2_1	5
worst max-delay path by stage:
stage,start,endpoint,slack (ps),cells past startpoint
CTS,ResetAddr,Addr0[19],1340,6
global route,ResetAddr,Addr0[15],1260,6
finish,ResetAddr,Addr0[19],1330,6
routing by layer:
| layer | part of all wire, % | vias to the layer above | GRT usage [%] |
|---|---|---|---|
| met5 | 0 | - | 0 |
| met4 | 0 | 0 | 0.0980 |
| met3 | 6.3 | 0 | 1.74 |
| met2 | 41 | 20 | 6.05 |
| met1 | 52 | 364 | 5.79 |
| li1 | - | 417 | - |
kinds of logic (layout without fill, tap and decap cells):
kind of cell,count (synthesis),after routing
buf+inv,6,28
mux,2,2
fa+ha+maj,1,1
compound gates,18,18
xor+xnor,9,9
simple gates,48,48
flops,20,20
metrics by stage:
stage | utilization, % | area, um^2 | power, mW
3_3_place_gp | 17.9 | 1230 | 0.231
5_1_grt | 18.7 | 1290 | 0.405
3_5_place_dp | 17.9 | 1230 | 0.231
4_1_cts | 18.7 | 1290 | 0.390
6_report | 18.7 | 1290 | 0.384
2_1_floorplan | - | 910 | 0.222
power by group:
part           leakage [nW]  switching (mW)  total [mW]  internal (mW)
clock network        0.0288          0.0682       0.158         0.0898
registers             0.161         0.00319       0.209          0.206
logic                 0.237         0.00723      0.0167        0.00946
worst min-delay path: cells and delay by family (launching register included):
family	cells	cell delay [ps]
AND-OR/OR-AND	2	130
flip-flops	1	320
No activity file was given, so power comes from the tool's default toggle rates.
